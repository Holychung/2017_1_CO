==> flow/run.sh <==
#!/bin/bash
# OpenROAD 26Q1-2900-gdf79404cd8, Yosys 0.63+post, stock flow scripts
make -C /OpenROAD-flow-scripts/flow DESIGN_CONFIG=/design/flow/config.mk WORK_HOME=/design/flow/orfs finish
==> flow/config.mk <==
export PLATFORM = sky130hd
export DESIGN_NAME = alu
export DESIGN_NICKNAME = alu
export VERILOG_FILES = /design/flow/design.v
export SDC_FILE = /design/flow/constraint.sdc
export NUM_CORES = 4
export LEC_CHECK = 1
export CORE_UTILIZATION = 30
==> flow/constraint.sdc <==
current_design alu

set clk_period 1.0
set clk_io_pct 0.2

create_clock -name clk0 -period $clk_period [get_ports {clk}]

set non_clock_inputs [all_inputs -no_clocks]
set_input_delay [expr $clk_period * $clk_io_pct] -clock clk0 $non_clock_inputs
set_output_delay [expr $clk_period * $clk_io_pct] -clock clk0 [all_outputs]
==> flow/design.v <==
`timescale 1ns/1ps
module alu(
           clk,            
           rst_n,          
           src1,           
           src2,           
           ALU_control,    
           result,         
           zero,           
           cout,           
           overflow        
           );
input           clk;
input           rst_n;
input  [32-1:0] src1;
input  [32-1:0] src2;
input   [4-1:0] ALU_control;
output [32-1:0] result;
output          zero;
output          cout;
output          overflow;
reg    [32-1:0] result;
reg             zero;
reg             cout;
reg             overflow;
wire		zero_tmp;
wire   [32-1:0] result_tmp;
wire	        overflow_tmp;
wire   [32-1:0] cin_out;
wire		cout_tmp;
wire            set;
wire		cin_first;
assign cin_first = ( (ALU_control == 4'b0110) || (ALU_control == 4'b0111) )? 1'b1 : 1'b0;
alu_top         alu_0(src1[0], src2[0], set, ALU_control[3], ALU_control[2], cin_first, ALU_control[1:0], result_tmp[0], cin_out[0]);
alu_top         alu_1(src1[1], src2[1], 1'b0, ALU_control[3], ALU_control[2], cin_out[0], ALU_control[1:0], result_tmp[1], cin_out[1]);
alu_top         alu_2(src1[2], src2[2], 1'b0, ALU_control[3], ALU_control[2], cin_out[1], ALU_control[1:0], result_tmp[2], cin_out[2]);
alu_top         alu_3(src1[3], src2[3], 1'b0, ALU_control[3], ALU_control[2], cin_out[2], ALU_control[1:0], result_tmp[3], cin_out[3]);
alu_top         alu_4(src1[4], src2[4], 1'b0, ALU_control[3], ALU_control[2], cin_out[3], ALU_control[1:0], result_tmp[4], cin_out[4]);
alu_top         alu_5(src1[5], src2[5], 1'b0, ALU_control[3], ALU_control[2], cin_out[4], ALU_control[1:0], result_tmp[5], cin_out[5]);
alu_top         alu_6(src1[6], src2[6], 1'b0, ALU_control[3], ALU_control[2], cin_out[5], ALU_control[1:0], result_tmp[6], cin_out[6]);
alu_top         alu_7(src1[7], src2[7], 1'b0, ALU_control[3], ALU_control[2], cin_out[6], ALU_control[1:0], result_tmp[7], cin_out[7]);
alu_top         alu_8(src1[8], src2[8], 1'b0, ALU_control[3], ALU_control[2], cin_out[7], ALU_control[1:0], result_tmp[8], cin_out[8]);
alu_top         alu_9(src1[9], src2[9], 1'b0, ALU_control[3], ALU_control[2], cin_out[8], ALU_control[1:0], result_tmp[9], cin_out[9]);
alu_top         alu_10(src1[10], src2[10], 1'b0, ALU_control[3], ALU_control[2], cin_out[9], ALU_control[1:0], result_tmp[10], cin_out[10]);
alu_top         alu_11(src1[11], src2[11], 1'b0, ALU_control[3], ALU_control[2], cin_out[10], ALU_control[1:0], result_tmp[11], cin_out[11]);
alu_top         alu_12(src1[12], src2[12], 1'b0, ALU_control[3], ALU_control[2], cin_out[11], ALU_control[1:0], result_tmp[12], cin_out[12]);
alu_top         alu_13(src1[13], src2[13], 1'b0, ALU_control[3], ALU_control[2], cin_out[12], ALU_control[1:0], result_tmp[13], cin_out[13]);
alu_top         alu_14(src1[14], src2[14], 1'b0, ALU_control[3], ALU_control[2], cin_out[13], ALU_control[1:0], result_tmp[14], cin_out[14]);
alu_top         alu_15(src1[15], src2[15], 1'b0, ALU_control[3], ALU_control[2], cin_out[14], ALU_control[1:0], result_tmp[15], cin_out[15]);
alu_top         alu_16(src1[16], src2[16], 1'b0, ALU_control[3], ALU_control[2], cin_out[15], ALU_control[1:0], result_tmp[16], cin_out[16]);
alu_top         alu_17(src1[17], src2[17], 1'b0, ALU_control[3], ALU_control[2], cin_out[16], ALU_control[1:0], result_tmp[17], cin_out[17]);
alu_top         alu_18(src1[18], src2[18], 1'b0, ALU_control[3], ALU_control[2], cin_out[17], ALU_control[1:0], result_tmp[18], cin_out[18]);
alu_top         alu_19(src1[19], src2[19], 1'b0, ALU_control[3], ALU_control[2], cin_out[18], ALU_control[1:0], result_tmp[19], cin_out[19]);
alu_top         alu_20(src1[20], src2[20], 1'b0, ALU_control[3], ALU_control[2], cin_out[19], ALU_control[1:0], result_tmp[20], cin_out[20]);
alu_top         alu_21(src1[21], src2[21], 1'b0, ALU_control[3], ALU_control[2], cin_out[20], ALU_control[1:0], result_tmp[21], cin_out[21]);
alu_top         alu_22(src1[22], src2[22], 1'b0, ALU_control[3], ALU_control[2], cin_out[21], ALU_control[1:0], result_tmp[22], cin_out[22]);
alu_top         alu_23(src1[23], src2[23], 1'b0, ALU_control[3], ALU_control[2], cin_out[22], ALU_control[1:0], result_tmp[23], cin_out[23]);
alu_top         alu_24(src1[24], src2[24], 1'b0, ALU_control[3], ALU_control[2], cin_out[23], ALU_control[1:0], result_tmp[24], cin_out[24]);
alu_top         alu_25(src1[25], src2[25], 1'b0, ALU_control[3], ALU_control[2], cin_out[24], ALU_control[1:0], result_tmp[25], cin_out[25]);
alu_top         alu_26(src1[26], src2[26], 1'b0, ALU_control[3], ALU_control[2], cin_out[25], ALU_control[1:0], result_tmp[26], cin_out[26]);
alu_top         alu_27(src1[27], src2[27], 1'b0, ALU_control[3], ALU_control[2], cin_out[26], ALU_control[1:0], result_tmp[27], cin_out[27]);
alu_top         alu_28(src1[28], src2[28], 1'b0, ALU_control[3], ALU_control[2], cin_out[27], ALU_control[1:0], result_tmp[28], cin_out[28]);
alu_top         alu_29(src1[29], src2[29], 1'b0, ALU_control[3], ALU_control[2], cin_out[28], ALU_control[1:0], result_tmp[29], cin_out[29]);
alu_top         alu_30(src1[30], src2[30], 1'b0, ALU_control[3], ALU_control[2], cin_out[29], ALU_control[1:0], result_tmp[30], cin_out[30]);
alu_bottom      alu_31(src1[31], src2[31], 1'b0, ALU_control[3], ALU_control[2], cin_out[30], ALU_control[1:0], result_tmp[31], cin_out[31], set, overflow_tmp);
assign cout_tmp = cin_out[31];
assign zero_tmp = (result_tmp == 32'b0) ? 1'b1 : 1'b0;
always@( posedge clk or negedge rst_n ) 
begin
	if(!rst_n) begin
	    	result    <= 1'b0;
  		zero      <= 1'b0;
		cout      <= 1'b0;
    		overflow  <= 1'b0;
	end
	else begin
		result <= result_tmp;
		zero <= zero_tmp;
		overflow <= overflow_tmp;
		cout <= ( (ALU_control == 4'b0010) || (ALU_control == 4'b0110) ) ? cout_tmp : 1'b0;
	end
end
endmodule 
`timescale 1ns/1ps
module alu_bottom(
               src1,        
               src2,        
               less,        
               A_invert,    
               B_invert,    
               cin,         
               operation,   
               result,      
	       cout,
	       set,
	       overflow
               );
input         src1;
input         src2;
input         less;
input         A_invert;
input         B_invert;
input         cin;
input [2-1:0] operation;
output        result;
output	      cout;
output        set;
output reg    overflow;
wire	      fa_sum, cout_temp;
reg           src1_temp, src2_temp, result;
full_adder FA(fa_sum, cout_temp, src1_temp, src2_temp, cin);
assign set = fa_sum;
assign cout = ( (operation == 2'b10) || (operation == 2'b11) ) ? cout_temp : 1'b0;
always@(*) begin
	src1_temp = ((src1) & (~A_invert)) | ((~src1) & (A_invert));
	src2_temp = ((src2) & (~B_invert)) | ((~src2) & (B_invert));
	case(operation)
		2'b00: result <= src1_temp & src2_temp;
		2'b01: result <= src1_temp | src2_temp;
		2'b10: result <= fa_sum;
		2'b11: result <= 1'b0;
	endcase
end
always@(*)begin
    if( operation == 2'b10 || operation == 2'b11)begin
        case( {src1, src2, fa_sum, B_invert} )
            4'b0010: overflow <= 1'b1;
            4'b0111: overflow <= 1'b1;
            4'b1100: overflow <= 1'b1;
            4'b1001: overflow <= 1'b1;
            default: overflow <= 1'b0;
        endcase
    end
    else 
        overflow <= 1'b0;
end
endmodule 
`timescale 1ns/1ps
module alu_top(
               src1,        
               src2,        
               less,        
               A_invert,    
               B_invert,    
               cin,         
               operation,   
               result,      
               cout        
               );
input         src1;
input         src2;
input         less;
input         A_invert;
input         B_invert;
input         cin;
input [2-1:0] operation;
output        result;
output        cout;
reg           src1_temp, src2_temp, result;
wire	      fa_sum, cout_temp;
full_adder FA(fa_sum, cout_temp, src1_temp, src2_temp, cin);
assign cout = ( (operation == 2'b10) || (operation == 2'b11) ) ? cout_temp : 1'b0;
always@(*)
begin
	src1_temp = ((src1) & (~A_invert)) | ((~src1) & (A_invert));
	src2_temp = ((src2) & (~B_invert)) | ((~src2) & (B_invert));
	case(operation)
		2'b00: result <= src1_temp & src2_temp;
		2'b01: result <= src1_temp | src2_temp;
		2'b10: result <= fa_sum;
		2'b11: result <= less;
	endcase
end
endmodule
module full_adder(S, C, x, y, z);
output S, C;
input x, y, z;
wire S1, C1, C2;
half_adder HA1(S1, C1, x, y);
half_adder HA2(S, C2, S1, z);
or G1(C, C2, C1);
endmodule 
module half_adder(S, C, x, y);
output S, C;
input x, y;
xor G1(S, x, y);
and G2(C, x, y);
endmodule 
==> metrics.cfg <==
[outcome]
outcome = finished, violations left
violations = hold timing, setup timing

[critical_path]
crit_path_start_kind = input port
critPathKind = in -> reg
critPathRequiredTime_ns = 1.19
startpoint = ALU_control[3]
cp_slowest_cell = mux4_2
crit_path_end_kind = flop
worstPathMaxFanout = 3
cp_common_cell = fa_2
arrival_ns = 16.55
slowest_delay_ns = 0.50

[synth]
syn_avg_cell_area_um2 = 9.093
ys_dominant_reg_cell = dfrtp_1
synth_cell_type_count = 30
enable_flop_cells = 0
syn_area_um2 = 4456
ys_warn_count = 3
synthArstFlopShare_pct = 100.0
syn_inst = 490
ys_area_um2 = 4456
synth_flops = 35
ys_seq_share_pct = 19.66
ys_cells = 490

[global_routing]
grt_max_degree = 46
use_met1_pct = 23.91
use_met3_pct = 2.710
grt_pass1_wl_mm = 18.86
top_usage_layer = met2
grt_use_total_pct = 16.44
use_met2_pct = 26.94
grt.overflow.total = 0
antenna_found_initial = 0
grt_pass1_vias = 3961

[place]
hpwl_mm = 9.171
place_area_um2 = 7223
io_buffers = 104
dp_slack_ns = -15.98
gp_congestion = 0.8371

[drt]
wire_per_inst_um = 12.58
drt-total-wl_mm = 11.59
vias = 3900
post-route-drc-count = 0
n_antenna_cell = 0
ant_nets = 0
drt-pass1-iter-count = 4
drtIter0Drc = 127
vias_per_cell = 4.235

[floorplan]
die_area_um2 = 15340
die_h_um = 123.9
rows = 44
dieWidth_um = 123.9
core_um2 = 14530
fp_util_pct = 30.66
io_pins = 105

[job]
warnings = 94
drv_cap = 0

[sta]
finalMaxSlewViolations = 0
setup_slack_ns = -15.36
timing.hold.ws_ns = -0.1205
setup_viol = 37
hold_viol = 35
tightest_slew_ns = 0.6618
finalCriticalPeriod_ns = 16.36
min_period_over_period_pct = 1636
fmax_ghz = 0.06114
rsz0062_at_grt = yes
max_slew_margin_pct = 55.88

[clock_network]
root_buffer = clkbuf_16
cts_sinks = 35
h-tree-depth = 2
cts.path.max_buffers = 2
cts_made_buffers = 5
cts_tree = yes
cts.clk_slew.worst_paths_ns = 0.06

[cells_and_area]
nFillCells = 1258
final_cell_area_um2 = 7385
fin_util_pct = 50.81
areaGrowthSynthToFinish_pct = 65.74
drive_gt1_share_pct = 45.86

[worst_hold_path]
hold_path_class = in -> async

[power]
p_leak_nw = 3.790
ir_drop_mv = 0.5846
power_density_nw_per_um2 = 978.2

final timing paths:
check,slack (ns),cells after the start,to
max in group asynchronous,0.93,2,result[9]$_DFF_PN0_
worst max-delay path,-15.36,69,zero$_DFF_PN0_
min in group clk0,0.46,4,result[1]$_DFF_PN0_
worst min-delay path,-0.12,2,result[29]$_DFF_PN0_
per-stage QoR:
stage	hold slack (ns)	TNS, ns	instances	total power (W)
global route	-0.1018	-313.05	921	0.007855
detailed placement	0.1901	-327.67	911	0.005677
CTS	-0.1149	-315.48	920	0.007192
global placement	0.1871	-325.83	911	0.005644
finish	-0.1205	-301.46	921	0.007224
floorplan	-0.09559	-313.28	490	0.003648
critical path: cells and delay by family:
family	cells	cell delay [ns]
buffers and inverters	1	0.10
AND/OR/NAND/NOR	35	5.10
adder cells (fa/ha/maj)	32	10.59
multiplexers	1	0.50
state kept, by name, indices dropped and copies added, names as in the netlist:
name / flops
cout: 1
result: 32
overflow: 1
zero: 1
layout by cell type, fill, tap and decap left out, types with 3 or more instances in the layout:
master,netlist,layout
nand2b_4,0,28
inv_1,65,65
dfrtp_1,35,35
clkbuf_2,0,3
a21oi_2,0,26
nor3_1,3,3
fa_2,0,31
ha_1,64,64
nor2_1,30,28
clkdlybuf4s50_1,0,62
nor4_1,12,12
clkbuf_16,0,5
buf_12,0,6
buf_2,12,35
nand4_1,4,4
nand2b_1,80,52
buf_4,2,156
xor2_1,61,59
or2_4,0,25
cells in the mapped netlist, types with 2 or more instances:
library cell	n	area share, %
nand2b_1	80	11
nand4_1	4	0.56
clkbuf_1	10	0.84
buf_2	12	1.3
dfrtp_1	35	20
a21oi_1	27	3.0
nor3_1	3	0.34
o22ai_1	3	0.42
or2_2	27	3.8
nand2_1	3	0.25
inv_1	65	5.5
and2_1	4	0.56
fa_1	32	14
xor2_1	61	12
xnor2_1	3	0.59
mux2i_1	3	0.67
nor4_1	12	1.7
nor2_1	30	2.5
ha_1	64	18
buf_4	2	0.34
cell type report:
| class | count | area [um^2] | share of cell area [%] |
|---|---|---|---|
| clock buffers | 6 | 138.9 | 1.881 |
| clock inverters | 1 | 5.005 | 0.06777 |
| inverters | 65 | 244.0 | 3.304 |
| multi-input cells | 365 | 3750 | 50.78 |
| flip-flops and latches | 35 | 875.8 | 11.86 |
| well taps | 184 | 230.2 | 3.118 |
| repair buffers | 265 | 2141 | 28.99 |
what timing repair did:
item,CTS,global route
gates resized,109,48
endpoints found under the setup margin,70,41
endpoints found under the hold margin,35,35
setup buffers,2,3
cloned,0,0
pin swaps,2,14
kinds of logic after synthesis:
| group | Yosys count | share of synthesized area (%) |
|---|---|---|
| buffers and inverters | 90 | 8.256 |
| xor gates and xnor gates | 64 | 12.58 |
| and+or+nand+nor | 169 | 22.21 |
| muxes | 4 | 1.179 |
| DFF | 35 | 19.66 |
| adders and majority gates | 96 | 32.35 |
| AOI/OAI and AO/OA | 32 | 3.763 |
power by group:
| group | switching, W | leakage [nW] | internal, W |
|---|---|---|---|
| Sequential | 0.0000635 | 0.441 | 0.00162 |
| Clock | 0.000631 | 0.0727 | 0.000974 |
| Combinational | 0.00161 | 3.28 | 0.00233 |
per-layer routing:
layer / vias to the layer above / routed length [um]
met5: - / 0
met4: 0 / 195
met2: 88 / 5360
li1: 1965 / -
met1: 1838 / 5487
met3: 9 / 542
Power and IR drop assume default switching activity.
