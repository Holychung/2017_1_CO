==> /design/flow/config.mk <==
export PLATFORM = sky130hd
export DESIGN_NAME = Hazard_Detection
export DESIGN_NICKNAME = Hazard_Detection
export VERILOG_FILES = /design/flow/design.v
export SDC_FILE = /design/flow/constraint.sdc
export NUM_CORES = 4
export LEC_CHECK = 1
export CORE_AREA = 10 10 70 70
export DIE_AREA = 0 0 80 80
==> /design/flow/constraint.sdc <==
current_design Hazard_Detection

set clk_period 1.9
set clk_io_pct 0.2

create_clock -name clk0 -period $clk_period

set non_clock_inputs [all_inputs -no_clocks]
set_input_delay [expr $clk_period * $clk_io_pct] -clock clk0 $non_clock_inputs
set_output_delay [expr $clk_period * $clk_io_pct] -clock clk0 [all_outputs]
==> /design/flow/design.v <==
module Hazard_Detection(
	EX_Mem_Read,
	EX_rt,
	ID_rs,
	ID_rt,
	MEM_Branch,
	PC_Write,
	IF_ID_Write,
	IF_Flush,
	ID_Flush,
	EX_Flush
);
input EX_Mem_Read;
input [4:0]	EX_rt;
input [4:0]	ID_rs;
input [4:0]	ID_rt;
input MEM_Branch;
output PC_Write;
output IF_ID_Write;
output IF_Flush;
output ID_Flush;
output EX_Flush;
reg PC_Write;
reg IF_ID_Write;
reg IF_Flush;
reg ID_Flush;
reg EX_Flush;
wire stall;
assign stall = ( EX_Mem_Read & ( (EX_rt == ID_rs) || (EX_rt == ID_rt) ) ) == 1;
always@(*)begin
 	if( stall ) begin
		IF_Flush <= 1'b0;
		ID_Flush <= 1'b1;
		EX_Flush <= 1'b0;
    	PC_Write <= 1'b0;
		IF_ID_Write <= 1'b0; 
    end
 	else begin
 		IF_Flush <= 1'b0;
		ID_Flush <= 1'b0;
		EX_Flush <= 1'b0;
    	PC_Write <= 1'b1;
		IF_ID_Write <= 1'b1;
 	end
	if( MEM_Branch ) begin 
 		IF_Flush <= 1'b1;
		ID_Flush <= 1'b1;
		EX_Flush <= 1'b1;
    	PC_Write <= 1'b1;
		IF_ID_Write <= 1'b1;		 
	end
end
endmodule 
==> /design/flow/run.sh <==
#!/bin/bash
# OpenROAD 26Q1-2900-gdf79404cd8, Yosys 0.63+post, stock flow scripts
make -C /OpenROAD-flow-scripts/flow DESIGN_CONFIG=/design/flow/config.mk WORK_HOME=/design/flow/orfs finish
==> results.json <==
{
  "status": "complete, no violations",
  "period_used_share": 0.9526,
  "wl_per_cell_um": 7.977,
  "gr-total-overflow": 0,
  "ir_drop_mv": 0.01350,
  "min_delay_worst_endpoint": "PC_Write",
  "hp-start": "EX_rt[0]",
  "die_w_um": 80,
  "start_kind": "primary input",
  "pre_cts_ws_ns": -0.4527,
  "hold_depth": 6,
  "worstSetupEndpointType": "primary output",
  "coreArea_um2": 3416,
  "finalWirelength_um": 686,
  "fillers": 401,
  "num_vias": 211,
  "portBuffers": 22,
  "finalSetupViolations": 0,
  "tightest_slew_ns": 0.1643,
  "max_stage_delay_ns": 0.26,
  "p_sw_frac": 0.3356,
  "max-slew-margin-rel": 0.8897,
  "clockPowerShare": 0,
  "grt_max_degree": 5,
  "postSynthCellCount": 20,
  "hold_class": "primary input to primary output",
  "dieArea_um2": 6400,
  "cap_viol_max_count": 0,
  "cp.arrival_ns": 1.43,
  "yosys.area.top_type": "xnor2_1",
  "rows": 21,
  "final.clkbuf_count": 0,
  "grt_pass1_vias": 212,
  "total_power_uw": 64.01,
  "drc": 0,
  "grt_antenna_before_repair": 0,
  "postSynthSeqShare": 0,
  "ios": 22,
  "hold_viol_final": 0,
  "area_delta_synth_final_pct": 164.7,
  "postSynthAreaPerCell_um2": 7.445,
  "warnings": 32,
  "worst_slack_ns": 0.09003,
  "rsz0062_at_grt": "false",
  "syn_area_um2": 148.9,
  "drive_above_1_share": 0.07500,
  "drt_iter0_drc": 0,
  "seqPwrFrac": 0,
  "cpMaxStageDelayCell": "dlygate4sd2_1",
  "dp_hpwl_um": 607.1,
  "stdcell_count": 86,
  "grt_pass1_wl_mm": 1.048,
  "p_per_area_nw_per_um2": 162.4,
  "p_sw_uw": 21.48,
  "place_congestion": 0.8406,
  "drt_first_pass_iters": 1,
  "cellLeakagePower_uw": 0.0001392,
  "pwr-share-comb": 1.000,
  "gr-usage-all-layers": 0.01940,
  "postRouteAntennaNets": 0,
  "dp.cells": 86,
  "logic_area_um2": 132.6,
  "antenna-diode-count": 0,
  "cp_max_fo": 2,
  "core_util_floorplan": 0.04359,
  "die_y_um": 80,
  "yosys_warnings": 1,
  "mostFrequentLayoutCells": "15 x dlygate4sd2_1, 10 x xnor2_1, 3 x clkdlybuf4s50_1, 3 x clkdlybuf4s15_1",
  "flop_area_um2": 0,
  "critical_path_class": "primary input to primary output",
  "layout_top_cell": "dlygate4sd2_1",
  "crit_path_cell_trace": "dlygate4sd2_1, xnor2_1, nand4_1, o22ai_2, or2_1, dlygate4sd2_1",
  "viasPerCell": 2.453,
  "post-route-util": 0.1154,
  "timing.final.max_slew_violations": 0,
  "internal-power_uw": 42.53,
  "worstPathRequired_ns": 1.52,
  "fin_crit_ns": 1.810,
  "crit_top_cell": "dlygate4sd2_1",
  "synth.top_cell.area_share": 0.5882,
  "yosys_cells": 20,
  "cts_setup_buffers": 0,
  "topCellsByArea": "xnor2_1 59%, buf_4 15%, nand4_1 8.4%",
  "ys_area_um2": 148.9,
  "seq_cells": 0,
  "timing.fmax_mhz": 552.5,
  "synth_cell_types": 7
}
-- critical path, delay by kind of cell --
kind / cells / cell delay [ns]
AND/OR/NAND/NOR: 2 / 0.32
XOR/XNOR: 1 / 0.13
AND-OR/OR-AND: 1 / 0.09
buffers and inverters: 2 / 0.50
-- how the worst max path moves through the flow --
stage,startpoint,endpoint,slack [ns],cells past startpoint
finish,EX_rt[3],ID_Flush,0.09,6
global route,ID_rs[0],IF_ID_Write,0.01,6
CTS,EX_rt[3],ID_Flush,0.07,6
-- cell usage after synthesis --
master,count
nand2_1,2
o22ai_1,1
nand4_1,2
or2_1,1
xnor2_1,10
buf_4,3
nand2b_1,1
-- logic make-up after synthesis --
kind of cell / synth area share
and+or+nand+nor: 0.2185
xor gates and xnor gates: 0.5882
buffers and inverters: 0.1512
AOI/OAI and AO/OA: 0.04204
-- layer usage --
metal / routed length (um) / GRT usage / vias up
li1: - / - / 104
met1: 325 / 0.02769 / 90
met2: 253 / 0.02970 / 17
met3: 107 / 0.005682 / 0
met4: 0 / 0 / 0
met5: 0 / 0 / -
-- layout make-up --
type                       instances  area share
timing repair buffer              23      0.5175
tap                               46      0.1460
multi-input combinational         17      0.3365
-- stage by stage --
| step | cell area (um2) | setup TNS (ns) | hold slack (ns) |
|---|---|---|---|
| detailed placement | 411.6 | -1.206 | 1.629 |
| global route | 394.1 | 0 | 1.475 |
| CTS | 399.1 | 0 | 1.449 |
| finish | 394.1 | 0 | 1.406 |
| global placement | 411.6 | -1.174 | 1.629 |
| floorplan | 148.9 | 0 | 0.8132 |
-- power by group through the flow --
stage | logic [uW] | registers [uW] | clock network (uW)
finish | 64.0 | 0 | 0
global route | 70.0 | 0 | 0
CTS | 65.6 | 0 | 0
-- repair_timing --
item,4_1_cts,5_1_grt
endpoints found under the hold margin,0,0
pin swaps,13,0
hold buffers,0,0
resized,24,1
setup endpoints to repair,3,1
Power and IR drop assume default switching activity.
