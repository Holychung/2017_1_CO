==> design.v <==
module Forwarding_Unit(
    EX_rs,
    EX_rt,
    MEM_rd,
    WB_rd,
    MEM_Reg_Write,
    WB_Reg_Write,
    Forward_A,
    Forward_B
);
input [4:0]EX_rs;
input [4:0]EX_rt;
input [4:0]MEM_rd;
input [4:0]WB_rd;
input MEM_Reg_Write;
input WB_Reg_Write;
output [1:0] Forward_A;
output [1:0] Forward_B;
reg [1:0] Forward_A;
reg [1:0] Forward_B;
always @(*) begin
    if( MEM_Reg_Write & ( MEM_rd != 0 ) & ( MEM_rd == EX_rs ) )
        Forward_A = 2'b01;
    else if( WB_Reg_Write & ( WB_rd != 0) & ~( ( MEM_Reg_Write & (MEM_rd!=0 ) ) & MEM_rd == EX_rs ) & ( WB_rd == EX_rs ) )   
        Forward_A = 2'b10;
    else 
        Forward_A = 2'b00;
    if( MEM_Reg_Write & ( MEM_rd != 0 ) & ( MEM_rd == EX_rt ) )
        Forward_B = 2'b01;
    else if( WB_Reg_Write & ( WB_rd != 0) & ~( ( MEM_Reg_Write & (MEM_rd!=0 ) ) & MEM_rd == EX_rt ) & ( WB_rd == EX_rt ) ) 
        Forward_B = 2'b10;
    else 
        Forward_B = 2'b00;
end
endmodule
==> run.sh <==
#!/bin/bash
# OpenROAD 26Q1-2900-gdf79404cd8, Yosys 0.63+post, stock flow scripts
make -C /OpenROAD-flow-scripts/flow DESIGN_CONFIG=/design/flow/config.mk WORK_HOME=/design/flow/orfs finish
==> config.mk <==
export PLATFORM = sky130hd
export DESIGN_NAME = Forwarding_Unit
export DESIGN_NICKNAME = Forwarding_Unit
export VERILOG_FILES = /design/flow/design.v
export SDC_FILE = /design/flow/constraint.sdc
export NUM_CORES = 4
export LEC_CHECK = 1
export CORE_AREA = 10 10 70 70
export DIE_AREA = 0 0 80 80
==> constraint.sdc <==
current_design Forwarding_Unit

set clk_period 2.3
set clk_io_pct 0.2

create_clock -name clk0 -period $clk_period

set non_clock_inputs [all_inputs -no_clocks]
set_input_delay [expr $clk_period * $clk_io_pct] -clock clk0 $non_clock_inputs
set_output_delay [expr $clk_period * $clk_io_pct] -clock clk0 [all_outputs]
==> impl_metrics.prom <==
# HELP chip_impl_metric Synthesis and place-and-route metrics
# TYPE chip_impl_metric gauge
chip_impl_metric{name="post_cts_hold_buffer_count",unit=""} 0
chip_impl_metric{name="syn_inst_count",unit=""} 34
chip_impl_metric{name="report.final.hold_viol_count",unit=""} 0
chip_impl_info{name="path_cells",value="buf_2, or4_4, o21ai_4, nor4_2, buf_4, nor4_2, buf_2"} 1
chip_impl_metric{name="seq_cells",unit=""} 0
chip_impl_metric{name="critPathArrivalTime",unit="ns"} 1.79
chip_impl_metric{name="timing.setup.tns",unit="ns"} 0
chip_impl_metric{name="fin_crit_sh",unit=""} 0.979
chip_impl_metric{name="fp.dieH",unit="µm"} 80
chip_impl_metric{name="yosysCellCount",unit=""} 34
chip_impl_info{name="unrepaired_setup_endpoints_after_global_routing",value="false"} 1
chip_impl_metric{name="timing.critical_path.buf_inv",unit=""} 3
chip_impl_info{name="run_status",value="finished, final reports clean"} 1
chip_impl_metric{name="drt_drc_violations_left",unit=""} 0
chip_impl_metric{name="routabilityCongestion",unit=""} 0.779
chip_impl_metric{name="worstPathMaxFanout",unit=""} 2
chip_impl_metric{name="cap_viol_max_count",unit=""} 0
chip_impl_info{name="layout_top_cell_excl_fill_tap",value="sky130_fd_sc_hd__xnor2_1"} 1
chip_impl_metric{name="placed_area",unit="µm²"} 651
chip_impl_metric{name="p_leak",unit="µW"} 0.000272
chip_impl_metric{name="finalWorstPathRequiredPeriod",unit="ns"} 2.25
chip_impl_metric{name="final_max_tran_viols",unit=""} 0
chip_impl_metric{name="synth.cell_area",unit="µm²"} 258
chip_impl_metric{name="final_design_instance_area_without_fill",unit="µm²"} 681
chip_impl_info{name="critPathSlowestCell",value="sky130_fd_sc_hd__or4_4"} 1
chip_impl_metric{name="openroad.warnings",unit=""} 32
chip_impl_metric{name="stage_delay_of_the_slowest_cell_on_the_critical_path",unit="ns"} 0.54
chip_impl_metric{name="timing.final.setup_violations",unit=""} 0
chip_impl_metric{name="power.density",unit="nW/µm²"} 158
chip_impl_info{name="hold-path-endpoint",value="Forward_A[0]"} 1
chip_impl_info{name="largest_delay_share_family_worst_path",value="simple AND/OR/NAND/NOR gates"} 1
chip_impl_info{name="setup.worst_path.end_class",value="output port"} 1
chip_impl_metric{name="tightestPinTransition",unit="ns"} 0.270
chip_impl_metric{name="grt_max_degree",unit=""} 4
chip_impl_metric{name="io_buffers",unit=""} 26
chip_impl_metric{name="grt-ovfl-total",unit=""} 0
chip_impl_info{name="startpoint_type",value="primary input"} 1
chip_impl_metric{name="drtIter0Drc",unit=""} 4
chip_impl_metric{name="synth.avg_cell_area",unit="µm²"} 7.58
chip_impl_metric{name="flop_area",unit="µm²"} 0
chip_impl_info{name="hold_removal_path_class",value="primary input to output port"} 1
chip_impl_metric{name="core_area",unit="µm²"} 3420
chip_impl_metric{name="yosys.cell_types.count",unit=""} 9
chip_impl_metric{name="number_of_global_route_vias_before_repair",unit=""} 434
chip_impl_metric{name="boundary_pins",unit=""} 26
chip_impl_metric{name="totalWireLength",unit="mm"} 1.36
chip_impl_metric{name="yosys_synthesis_chip_area",unit="µm²"} 258
chip_impl_metric{name="ant_nets",unit=""} 0
chip_impl_metric{name="synth.yosys.warnings",unit=""} 1
chip_impl_metric{name="drive_gt1_frac",unit=""} 0.357
chip_impl_metric{name="num-clock-buffers",unit=""} 0
chip_impl_metric{name="fmax",unit="GHz"} 0.444
chip_impl_metric{name="hold_depth",unit=""} 4
chip_impl_info{name="worstSetupPathType",value="primary input to output port"} 1
chip_impl_metric{name="drt_pass1_iterations",unit=""} 2
chip_impl_info{name="layout_top_cells_excl_fill_tap",value="14 x sky130_fd_sc_hd__xnor2_1, 9 x sky130_fd_sc_hd__dlygate4sd2_1, 9 x sky130_fd_sc_hd__clkdlybuf4s50_1, 9 x sky130_fd_sc_hd__buf_4, 5 x sky130_fd_sc_hd__buf_2"} 1
chip_impl_metric{name="number_of_vias_per_cell",unit=""} 3.19
chip_impl_metric{name="timing.slew.headroom",unit=""} 0.819
chip_impl_metric{name="worstPathRequired",unit="ns"} 1.84
chip_impl_metric{name="antenna_found_initial",unit=""} 1
chip_impl_metric{name="route.vias.total",unit=""} 373
chip_impl_metric{name="combined_global_route_utilization_of_all_metal_layers",unit=""} 0.0423
chip_impl_metric{name="total_die_area",unit="µm²"} 6400
chip_impl_metric{name="core_util_floorplan",unit=""} 0.0755
chip_impl_metric{name="fp-row-count",unit=""} 21
chip_impl_info{name="hold_start",value="MEM_Reg_Write"} 1
chip_impl_metric{name="wl_per_cell",unit="µm"} 11.7
chip_impl_metric{name="grt_first_pass_wirelength",unit="mm"} 2.15
chip_impl_metric{name="dieWidth",unit="µm"} 80
chip_impl_metric{name="ir_drop",unit="mV"} 0.0448
chip_impl_metric{name="seq_area_frac_synth",unit=""} 0
chip_impl_metric{name="post-dp-hpwl",unit="mm"} 1.22
chip_impl_metric{name="syn2layout_area_growth",unit="%"} 164
==> cell usage after synthesis, drive strengths merged <==
cell	n	area, µm²
nand2	2	7.51
nand3	2	10.0
nand4	2	12.5
nor2	1	3.75
nor4	4	25.0
o21ai	1	8.76
or4	2	15.0
xnor2	16	140
xor2	4	35.0
==> final cells by class <==
type / instances / area (µm²)
repair buffers: 36 / 307
well taps: 46 / 57.6
multi-input cells: 34 / 314
diodes: 1 / 2.50
fillers: 382 / 2740
==> cell families after synthesis <==
| logic type | synth area share |
|---|---|
| simple gates | 0.286 |
| compound gates | 0.0340 |
| xor+xnor | 0.680 |
==> report_power, final <==
| group | internal, µW | leakage [µW] | total (µW) | switching, µW |
|---|---|---|---|---|
| logic | 64.4 | 0.000272 | 108 | 43.3 |
| registers | 0 | 0 | 0 | 0 |
| clock network | 0.0000581 | 0.00000000634 | 0.0000581 | 0 |
==> worst max path at each step <==
stage | from | to | slack [ns] | cells after the start
CTS | MEM_rd[2] | Forward_A[1] | 0.01 | 7
global route | MEM_rd[2] | Forward_A[1] | 0.01 | 7
finish | MEM_rd[2] | Forward_A[1] | 0.05 | 7
==> layer usage <==
metal / wire [µm] / part of all wire / vias up / track usage
met4: 0 / 0 / 0 / 0
met1: 790 / 0.58 / 152 / 0.0700
li1: - / - / 196 / -
met5: 0 / 0 / - / 0
met3: 281 / 0.21 / 0 / 0.0352
met2: 292 / 0.21 / 25 / 0.0369
==> what timing repair did <==
action                     CTS  global route
buffers inserted             1             0
setup endpoints to repair    4             2
pin swaps                    8             2
resized                     42             2
==> per-stage QoR <==
step	power (µW)	instances	worst slack, ns	hold WS [ns]	utilization
6_report	108	117	0.0488	1.43	0.199
5_1_grt	118	117	0.0103	1.46	0.199
4_1_cts	107	116	0.0122	1.46	0.196
3_5_place_dp	106	116	-0.656	1.88	0.190
3_3_place_gp	105	116	-0.641	1.88	0.190
2_1_floorplan	35.1	34	0.481	0.993	-
No activity file was given, so power comes from the tool's default toggle rates.
